### flow/config.mk
export PLATFORM = sky130hd
export DESIGN_NAME = fifo
export DESIGN_NICKNAME = fifo
export VERILOG_FILES = /design/flow/design.v
export SDC_FILE = /design/flow/constraint.sdc
export NUM_CORES = 4
export LEC_CHECK = 1
export CORE_UTILIZATION = 40
### flow/constraint.sdc
current_design fifo

set clk_period 3.7
set clk_io_pct 0.2

create_clock -name clk0 -period $clk_period [get_ports {clk}]

set non_clock_inputs [all_inputs -no_clocks]
set_input_delay [expr $clk_period * $clk_io_pct] -clock clk0 $non_clock_inputs
set_output_delay [expr $clk_period * $clk_io_pct] -clock clk0 [all_outputs]
### flow/design.v
module fifo
    #(
        parameter WIDTH = 8,
        parameter DEPTH = 8
    ) (
        input  logic clk,    
        input  logic rstn,   
        input  logic wr_en,  
        input  logic rd_en,  
        input  logic [WIDTH-1:0] data_in,   
        output logic [WIDTH-1:0] data_out,  
        output logic empty,  
        output logic full    
    );
    logic [WIDTH-1:0] mem [0:DEPTH-1];   
    logic [$clog2(DEPTH-1):0] wr_ptr;  
    logic [$clog2(DEPTH-1):0] rd_ptr;  
    always_ff @(posedge clk or negedge rstn)
        if (!rstn)
        begin
            data_out <= 0;
            wr_ptr   <= 0;
            rd_ptr   <= 0;
            empty    <= 1;
            full     <= 0;
        end
        else
        begin
            if (wr_en & !full)
            begin
                mem[wr_ptr] <= data_in;
                empty <= 0;
                wr_ptr = (wr_ptr + 1) % DEPTH;
                if (wr_ptr == rd_ptr)
                    full <= 1;
            end
            if (rd_en & !empty)
            begin
                data_out <= mem[rd_ptr];
                full <= 0;
                rd_ptr = (rd_ptr + 1) % DEPTH;
                if (wr_ptr == rd_ptr)
                    empty <= 1;
            end
        end
endmodule
### flow/run.sh
#!/bin/bash
# OpenROAD 26Q1-2900-gdf79404cd8, Yosys 0.63+post, stock flow scripts
make -C /OpenROAD-flow-scripts/flow DESIGN_CONFIG=/design/flow/config.mk WORK_HOME=/design/flow/orfs finish
==> results.ini <==
[setup_path]
cp_slowest_cell=clkdlybuf4s50_1
r2r_slack_ps=1560
r2r_start=rd_ptr[1]
crit_chain=clkdlybuf4s50_1 > nor2b_4 > and2_1 > and3_1
crit_family=simple AND/OR/NAND/NOR gates
path_buffers=1
end_kind=flop
reg2regPathDepth=5
max_stage_delay_ps=480
worstSetupPathType=input pin to flop
worstPathArrival_ps=2230
startpoint_type=input pin
path_max_fanout=10
r2r_end=data_out[4]
required_ps=3700

[logic_synthesis]
async_flop_share_pct=21.0
top_cell=edfxtp_1
synth_flops=81
synth_largest_type_area_fraction_pct=58.4
ys_types=32
ys_seq_share_pct=71.4
yosys_cells=209
netlist_area_um2=3290
synth.avg_cell_area_um2=15.7
synth-main-ff-cell=edfxtp_1
area_leaders=edfxtp_1, dfrtp_1, ha_1
yosysTopAreaCell=edfxtp_1
synthTopCellsByCount=edfxtp_1, nand2_1, dfrtp_1, a22oi_1, ha_1
yosys_area_um2=3290
syn_inst=209
synth-edff-count=64
yosys_warnings=2

[clocking]
cts_tree=done
clock_path_buffers=2
ctsHoldBuffers=0
clockRootBuffer=clkbuf_8
cts_buffers=9
cts.repair.resized=0
clkLatencyLatePin_ps=340
cts-htree-levels=3
cts.sinks=81
path_clk_slew_ps=80
post_cts.repair.setup_buffers=0

[die]
ios=22
num_rows=32
core_um2=7850
die_w_um=92.7
chipArea_um2=8590
die_h_um=92.7
fp_util_pct=41.9

[timing]
fin_setup_tns_ps=0
post-route-period-util_pct=60.4
finalHoldViolations=0
finalCriticalPeriod_ps=2230
drv_slew=0
relSlewSlack_pct=51.2
setup_viol=0
clock.fmax_mhz=448
worst_pin_slew_ps=732
fin_skew_ps=8.38
rsz0062_at_grt=false

[job]
cap_violations=0
warning_count=33

[run_status]
outcome=complete, no violations

[cells_and_area]
drive_above_1_share_pct=10.2
fin_area_um2=3780
syn_to_final_growth_pct=15.0

[grt]
grt_pass1_wl_mm=10.3
grtUsageTotal_pct=17.8
grt_pass1_vias=1905
grt_max_degree=23
overflow=0
antenna_found_initial=0

[drt]
drc=0
antenna_cells=0
drt-initial-drc-count=125
ant_nets=0
first_pass_iters=4
drt-total-wl_mm=6.57
via_per_inst=5.41
dr_total_vias=1827
wl_per_cell_um=19.4

[power]
p_seq_share_pct=41.9
switchingPower_mw=0.936
leakage_nw=1.37
swShare_pct=32.5
clockPowerShare_pct=23.3
powerDensity_nw_per_um2=763
p_comb_share_pct=34.8
intPower_mw=1.95
max-vdd-ir-drop_mv=0.379

[place]
hpwlAfterDp_mm=4.53
placed_area_um2=3570
io_buffers=21
place.gp.congestion=0.810

[min_path]
hold_depth=2
min_from=data_out[6]
hp-class=flop to flop
hold_path_end=data_out[6]

## cell families after synthesis
kind of cell | Yosys count | synth area share, %
DFF | 81 | 71.4
AOI/OAI and AO/OA | 44 | 11.0
and+or+nand+nor | 42 | 6.24
buffers and inverters | 17 | 2.70
adders and majority gates | 11 | 4.19
xor gates and xnor gates | 9 | 2.40
muxes | 5 | 2.02
## registers in the layout, indices dropped and copies added (netlist names)
| name | flops |
|---|---|
| data_out | 8 |
| empty | 1 |
| full | 1 |
| mem | 64 |
| rd_ptr | 3 |
| wr_ptr | 4 |
## worst min-delay path, cell delays in order (launching register included)
cell     delay [ps]
dfrtp_1         350
nand2_1          40
o21ai_0          60
## cell usage in the layout, fill, tap and decap left out, drive strengths merged, types with 2 or more instances in the layout
master and instances:
edfxtp 64, clkdlybuf4s50 21, nand2 17, dfrtp 16
a22oi 15, ha 11, clkbuf 11, nor2 9
and3 8, o21ai 8, a222oi 7, a221oi 7
xnor2 6, inv 5, mux2 3, xor2 3
nor2b 3, nand2b 2, a21oi 2, clkinvlp 2
bufinv 2, buf 2, mux2i 2
## power by group through the flow
stage / clock (mW) / combinational, mW / sequential (mW)
CTS: 0.693 / 1.01 / 1.21
global route: 0.734 / 1.11 / 1.23
finish: 0.673 / 1.00 / 1.21
## worst max path at each step
stage                     start     endpoint  cells after the start
after CTS                 wr_en    mem[0][3]                      4
after global routing  rd_ptr[1]  data_out[4]                      5
final                     wr_en    mem[0][3]                      4
## layer usage
layer	global-route usage, %	vias up	part of all wire [%]
met2	24.0	97	42
met3	12.1	10	12
li1	-	847	-
met4	3.46	0	2.6
met5	0	-	0
met1	25.7	873	44
## metrics by stage
step	setup slack, ps	cells	power (mW)	hold slack, ps	util [%]
3_3_place_gp	1150	322	2.25	466	45.5
6_report	1470	338	2.88	482	48.2
4_1_cts	1490	338	2.92	488	48.2
2_1_floorplan	1890	209	1.91	424	-
3_5_place_dp	1120	322	2.24	470	45.5
5_1_grt	1390	338	3.07	516	48.2
## final cells by class
| class | instances | area (um2) |
|---|---|---|
| multi-input combinational | 111 | 851 |
| clock buffer | 11 | 131 |
| timing repair buffer | 23 | 225 |
| inverter | 5 | 18.8 |
| sequential | 81 | 2350 |
| fill | 698 | 4070 |
| clock inverter | 5 | 80.1 |
| tap | 102 | 128 |
Power and IR drop assume default switching activity.
