==> flow/config.mk <==
export PLATFORM = sky130hd
export DESIGN_NAME = counter
export DESIGN_NICKNAME = counter
export VERILOG_FILES = /design/flow/design.v
export SDC_FILE = /design/flow/constraint.sdc
export NUM_CORES = 4
export LEC_CHECK = 1
export CORE_AREA = 10 10 70 70
export DIE_AREA = 0 0 80 80
==> flow/constraint.sdc <==
current_design counter

set clk_period 4.2
set clk_io_pct 0.2

create_clock -name clk0 -period $clk_period [get_ports {clk}]

set non_clock_inputs [all_inputs -no_clocks]
set_input_delay [expr $clk_period * $clk_io_pct] -clock clk0 $non_clock_inputs
set_output_delay [expr $clk_period * $clk_io_pct] -clock clk0 [all_outputs]
==> flow/design.v <==
module counter
    #(
        parameter    COUNT_WIDTH = 8,  
        parameter    ASYNC_RST   = 0,  
        parameter    LOW_RST     = 0,  
        parameter    COUNT_START = 0,  
        parameter    COUNT_END   = (2**COUNT_WIDTH)-1,  
        parameter    COUNT_STEP  = 1  
    ) (
        input  logic clk,      
        input  logic rst,      
        input  logic en,       
        input  logic up_down,  
        input  logic load_en,  
        input  logic [COUNT_WIDTH-1:0] load_count,  
        output logic [COUNT_WIDTH-1:0] count        
    );
    if (ASYNC_RST) begin
        if (LOW_RST) begin
            always_ff @(negedge rst)
            begin
                if (up_down)
                    count <= COUNT_START;
                else
                    count <= COUNT_END;
            end
        end
        else begin
            always_ff @(posedge rst)
            begin
                if (up_down)
                    count <= COUNT_START;
                else
                    count <= COUNT_END;
            end
        end
    end
    always_ff @(posedge clk)
    begin
        if ((!LOW_RST & rst) | (LOW_RST & !rst))
            if (up_down)
                count <= COUNT_START;
            else
                count <= COUNT_END;
        else if (load_en)
            count <= load_count;
        else if (en)
            if (up_down)
                if (count + COUNT_STEP > COUNT_END)
                    count <= COUNT_START;
                else
                    count <= count + COUNT_STEP;
            else
                if (count - COUNT_STEP < COUNT_START)
                    count <= COUNT_END;
                else
                    count <= count - COUNT_STEP;
    end
endmodule
==> flow/run.sh <==
#!/bin/bash
# OpenROAD 26Q1-2900-gdf79404cd8, Yosys 0.63+post, stock flow scripts
make -C /OpenROAD-flow-scripts/flow DESIGN_CONFIG=/design/flow/config.mk WORK_HOME=/design/flow/orfs finish
==> out/summary.txt <==
antenna violations before repair: 0
Clock Path Buffers: 2
Hold Buf Count CTS: 0
synth warn: 1
number of buffers created by CTS: 3
vias per cell: 4.89
largest registers: count x8
placed insts: 145
Port-buffer cells: 20
DP Area: 967 um^2
Non-Filler Instances: 148
Core Box Area: 3420 um^2
GR Util All Layers: 0.0632
largest net degree at the start of global routing: 20
mapped cell area: 741 um^2
first-pass iteration count of the detailed router: 4
Initial DRC Count: 80
crit-path cells: clkdlybuf4s50_1 > nand2b_1 > o31a_2 > nor4b_1 > a211oi_1
gpl congestion: 0.890
number of enable flip-flop cells: 8
Late-Pin Clk Latency: 0.25 ns
gr ovfl total: 0
Setup WS pre-CTS: 1.51 ns
Most common reg cell: edfxtp_1
finished layout cell area: 990 um^2
clk_skew: 0.000546 ns
Slew HR: 0.562
drt drc: 0
Seq/Total Area, Yosys: 0.324
final hold slack: 0.856 ns
CTS tree: done
CP endpoint: count[4]
largest register by flop count: count
RSZ-0062 raised after global routing: false
Worst setup EP type: register
internal reg-to-reg setup slack: 2.39 ns
Post-DP HPWL: 1600 um
Worst path slowest cell: clkdlybuf4s50_1
IO Count: 21
final setup fails: 0
worst r2r src: count[3]
synth-to-layout area growth: 33.6%
pin slew with the least headroom to its limit: 0.654 ns
share of cells above drive strength 1: 0.0784
post-layout period usage: 0.577
WL per Instance: 14.0 um
fillers: 375
Worst Path Arrival: 2.42 ns
Mean Syn Cell Area: 8.71 um^2
crit path launch: up_down
tool warnings: 26
hold-critical path depth: 2
Hold Path Class: reg2reg
status: finished, final reports clean
crit path kind: in2reg
number of inserted diodes: 0
Peak VDD IR: 0.0520 mV
FF-to-FF path depth: 4
Slew Viols, Final: 0
setup_tns: 0 ns
Die Height: 80 um
DIE WIDTH: 80 um
Yosys Instances: 85
slowest stage delay, CP: 0.67 ns
Final WS setup: 1.78 ns
CTS sink cnt: 8
#FFs+latches synth: 8
overall power: 264 uW
Die Footprint: 6400 um^2
area reported by Yosys stat: 741 um^2
highest net fanout along the worst path: 15
Hold Path Origin: count[5]
vias in the first global route: 720
post-CTS setup buffers: 0
Routed Antenna Nets: 0
DR vias: 723
max reg flops: 8
tally of unique sky130hd cells used after synthesis: 37
Pre-Place Util: 0.217
Worst setup SP type: input pin
Post-Syn Instances: 85
CTS H-tree depth: 1
Max Fclk: 0.412 GHz
maxcap violations: 0
final hold vios: 0
Worst-path clk slew: 0.06 ns
final core utilization: 0.290
first-pass GRT wire length: 3370 um
final wirelength: 2080 um
CTS root buf: clkbuf_4
post-CTS sizing: 0
Leak Pwr: 0.325 nW
Final Critical Period: 2.42 ns
Synth async-reset ratio: 0
critical path required time: 4.20 ns
worst flop-to-flop path endpoint: count[6]
Power Density: 267 nW/um^2
Rows: 21
-- worst max-delay path, delay by kind of cell --
family	cells	cell delay [ns]
buffers and inverters	1	0.67
and+or+nand+nor	2	0.54
AOI/OAI and AO/OA	2	0.37
-- logic make-up (layout without fill, tap and decap cells) --
group           count (synthesis)  count (layout)  synth area share
fa+ha+maj                       2               2            0.0338
mux                             2               2            0.0270
compound gates                 23              23             0.233
buf+inv                        12              29            0.0726
xor+xnor                        5               5            0.0591
flops                           8               8             0.324
simple gates                   33              33             0.250
-- cells in the final DEF (no fill, tap or decap) --
| cell | count |
|---|---|
| nor3_1 | 5 |
| o31a_2 | 1 |
| o21bai_1 | 1 |
| and2_1 | 1 |
| and4_2 | 1 |
| clkdlybuf4s50_1 | 20 |
| o21a_1 | 1 |
| a211oi_1 | 3 |
| xnor2_1 | 3 |
| nor4b_1 | 1 |
| o21ai_0 | 4 |
| a21oi_1 | 4 |
| nand2b_1 | 2 |
| o221ai_1 | 1 |
| or3_4 | 1 |
| o32ai_2 | 1 |
| nor3_2 | 1 |
| o31ai_1 | 1 |
| nand3_1 | 4 |
| edfxtp_1 | 8 |
| a2111oi_0 | 1 |
| clkbuf_4 | 3 |
| nand4_1 | 4 |
| a311oi_1 | 1 |
| a32oi_1 | 1 |
| o311a_1 | 2 |
| inv_1 | 6 |
| nor2b_1 | 2 |
| mux2i_1 | 2 |
| xor2_1 | 2 |
| nand2_1 | 4 |
| ha_1 | 2 |
| o22ai_1 | 1 |
| nor2_1 | 6 |
| or3_1 | 1 |
-- Yosys cell counts (3+ instances only) --
cell / instances / area [um^2]
a211oi_1: 3 / 22.5
a21oi_1: 4 / 20.0
clkbuf_1: 3 / 11.3
edfxtp_1: 8 / 240
inv_1: 6 / 22.5
nand2_1: 4 / 15.0
nand3_1: 4 / 20.0
nand4_1: 4 / 25.0
nor2_1: 6 / 22.5
nor3_1: 5 / 25.0
o21ai_0: 4 / 20.0
xnor2_1: 3 / 26.3
-- layer usage --
layer / vias up / wire [um] / part of all wire / GRT usage
met3: 4 / 153 / 0.074 / 0.0148
met2: 24 / 922 / 0.44 / 0.0939
li1: 363 / - / - / -
met1: 332 / 962 / 0.46 / 0.0913
met5: - / 0 / 0 / 0
met4: 0 / 40 / 0.019 / 0.0123
-- layout make-up --
cell class | count | area [um^2] | share of cell area
clock buffer | 3 | 22.5 | 0.0228
inverter | 6 | 22.5 | 0.0228
multi-input combinational | 65 | 447 | 0.451
sequential | 8 | 240 | 0.243
tap | 46 | 57.6 | 0.0582
timing repair buffer | 20 | 200 | 0.202
-- worst min path at each step --
stage | slack (ns) | to
4_1_cts | 0.85 | count[5]
5_1_grt | 0.88 | count[5]
6_report | 0.86 | count[5]
-- report_power, final --
part,internal [mW],total [mW],switching [mW]
Combinational,0.0485,0.0826,0.0341
Sequential,0.100,0.121,0.0204
Clock,0.0328,0.0610,0.0281
Total,0.182,0.264,0.0827
Power and IR drop assume default switching activity.
