### /design/flow/config.mk
export PLATFORM = sky130hd
export DESIGN_NAME = reg_file
export DESIGN_NICKNAME = reg_file
export VERILOG_FILES = /design/flow/design.v
export SDC_FILE = /design/flow/constraint.sdc
export NUM_CORES = 4
export LEC_CHECK = 1
export CORE_UTILIZATION = 30
### /design/flow/run.sh
#!/bin/bash
# OpenROAD 26Q1-2900-gdf79404cd8, Yosys 0.63+post, stock flow scripts
make -C /OpenROAD-flow-scripts/flow DESIGN_CONFIG=/design/flow/config.mk WORK_HOME=/design/flow/orfs finish
### /design/flow/design.v
module reg_file
    #(
        parameter DATA_WIDTH = 8,
        parameter REG_WIDTH   = 8
    ) (
        input  logic clk,                           
        input  logic rst,                           
        input  logic write_en,                      
        input  logic [REG_WIDTH-1:0]  write_addr,   
        input  logic [DATA_WIDTH-1:0] write_data,   
        input  logic [REG_WIDTH-1:0]  read_addr_1,  
        input  logic [REG_WIDTH-1:0]  read_addr_2,  
        output logic [DATA_WIDTH-1:0] read_data_1,  
        output logic [DATA_WIDTH-1:0] read_data_2   
    );
    logic [DATA_WIDTH-1:0] reg_array [2**REG_WIDTH-1:0];
    always_ff @(posedge clk or posedge rst)
        if (rst)
            for (int i = 0; i < 2**REG_WIDTH; i++)
                reg_array[i] = 0;
        else if (write_en)
            reg_array[write_addr] = write_data;
    assign read_data_1 = reg_array[read_addr_1];
    assign read_data_2 = reg_array[read_addr_2];
endmodule
### /design/flow/constraint.sdc
current_design reg_file

set clk_period 5.6
set clk_io_pct 0.2

create_clock -name clk0 -period $clk_period [get_ports {clk}]

set non_clock_inputs [all_inputs -no_clocks]
set_input_delay [expr $clk_period * $clk_io_pct] -clock clk0 $non_clock_inputs
set_output_delay [expr $clk_period * $clk_io_pct] -clock clk0 [all_outputs]
==> deck_impl_summary.md <==
Key Metrics from the Run

Clocking
  – Total CTS buffers: 268
  – Buffer depth of the longest clock path: 4
  – CTS H-tree depth: 5
  – CTS Hold Buffers Added: 0
  – Clock sink count: 2048
  – Cell chosen for the clock root: clkbuf_16

Synthesis
  – Top area contributor share: 0.461
  – Post-synthesis sequential element count: 2048
  – Chip area in the Yosys report: 111000 um2
  – Cell count after synthesis: 10200
  – Mean area per synthesized cell: 10.9 um2
  – Share of flip-flops with an asynchronous set or reset: 1.00
  – Primary flip-flop cell chosen by synthesis mapping: dfrtp_1
  – Number of cells in the yosys synthesis report: 10200
  – Post-synth tally of flip-flops with integrated enable: 0
  – Cell taking the most area after synthesis: dfrtp_1
  – Top cells by area in the synthesized netlist: dfrtp_1, mux2_2, a22oi_1
  – Netlist Area Pre-Place: 111000 um2
  – Distinct cells, synth: 104
  – Number of warnings issued by yosys: 2
  – Post-synthesis sequential area ratio: 0.461

Floorplanning
  – Fp util: 0.301
  – Vertical extent of the die: 611 um
  – Horizontal die dimension: 611 um
  – Number of ports placed on the die boundary: 51
  – Number of cell rows: 223

Run status
  – Result of the run: stopped before the end
  – First error message: [ERROR GRT-0116] Global routing finished with congestion. Check the congestion regions in the DRC Viewer.
  – Stopped at: 5_1_grt

STA
  – GRT worst endpoint: read_data_1[5]
  – Type of the worst endpoint after the last repair: output port

Global routing
  – Largest net degree at the start of global routing: 162

Placed design
  – Port Buffers: 50
  – Area post-placement: 142000 um2
  – Placement-stage worst setup slack: -1.58 ns
  – Half-perimeter wire length after placement: 1040 mm
  – Final weighted congestion in routability-driven placement: 1.34
[synth_stat cells (16+ instances only)]
library cell / instances
a21oi_1: 151
or4b_2: 16
nor4bb_1: 29
o211ai_1: 37
nand4_1: 368
o21ai_1: 50
a221oi_1: 46
clkbuf_1: 703
o21ai_2: 18
nand4b_1: 21
nor2_1: 334
nor4_1: 152
o22a_1: 16
a31oi_1: 22
and3_1: 68
buf_1: 158
mux2_2: 2047
a21oi_2: 22
nand4bb_1: 27
and4_1: 21
a2111oi_4: 19
o21ai_0: 81
a32oi_1: 273
or3_1: 25
o22ai_1: 306
dfrtp_1: 2048
a2111oi_0: 30
nor4b_1: 20
buf_2: 206
nor3_1: 70
or4_1: 74
a22oi_1: 845
a222oi_1: 103
a22o_1: 70
and4b_1: 19
nand3_1: 1234
o2111ai_1: 25
nand2_1: 174
[logic make-up after synthesis]
kind of cell    count (synthesis)  synth area share
compound gates               2239             0.156
buf+inv                      1087            0.0396
fa+ha+maj                       1         0.0000900
simple gates                 2732             0.135
flops                        2048             0.461
xor+xnor                        4          0.000315
mux                          2057             0.208
[metrics by stage]
| stage | instances | setup TNS (ns) |
|---|---|---|
| floorplan | 10200 | - |
| global placement | 16700 | -22.17 |
| detailed placement | 16700 | -18.87 |
| CTS | 17400 | -0.268 |
[repair_timing]
item                       4_1_cts
pin swaps                      159
gates cloned                     7
setup buffers                  196
resized                        679
setup endpoints to repair       16
